==> flow/run.sh <==
#!/bin/bash
# OpenROAD 26Q1-2900-gdf79404cd8, Yosys 0.63+post, stock flow scripts
make -C /OpenROAD-flow-scripts/flow DESIGN_CONFIG=/design/flow/config.mk WORK_HOME=/design/flow/orfs finish
==> flow/config.mk <==
export PLATFORM = sky130hd
export DESIGN_NAME = huffman
export DESIGN_NICKNAME = huffman
export VERILOG_FILES = /design/flow/design.v
export SDC_FILE = /design/flow/constraint.sdc
export NUM_CORES = 4
export LEC_CHECK = 1
export CORE_UTILIZATION = 30
==> flow/design.v <==
module huffman(clk, reset, gray_valid, gray_data , CNT_valid, CNT1, CNT2, CNT3, CNT4, CNT5, CNT6, code_valid, HC1, HC2, HC3, HC4, HC5, HC6 , M1, M2, M3, M4, M5, M6);
input clk;
input reset;
input gray_valid;
input [7:0] gray_data;
output CNT_valid;
output reg [7:0] CNT1, CNT2, CNT3, CNT4, CNT5, CNT6;
output reg code_valid;
output reg [7:0] HC1, HC2, HC3, HC4, HC5, HC6; 	 
output reg [7:0] M1, M2, M3, M4, M5, M6; 		 
reg gray_valid_1T, gray_valid_2T;
reg [7:0] gray_data_1T;
reg [13:0] CNT1_temp, CNT2_temp, CNT3_temp, CNT4_temp, CNT5_temp, CNT6_temp;
reg [2:0] sort_con;
assign CNT_valid = ~gray_valid_1T & gray_valid_2T;
reg [2:0] comb_con;
reg first_sort;
reg hf_add_0_valid;
reg hf_add_1_valid;
reg [6:1] hf_add_0_data;
reg [6:1] hf_add_1_data;
reg [7:0] M1_sel;
reg [7:0] M2_sel;
reg [7:0] M3_sel;
reg [7:0] M4_sel;
reg [7:0] M5_sel;
reg [7:0] M6_sel;
reg [1:0] huffman_state;
always@(posedge clk, posedge reset)begin
	if(reset)begin
		gray_valid_1T <= 0;
		gray_valid_2T <= 0;
		gray_data_1T  <= 0;
	end else begin
		gray_valid_1T <= gray_valid;
		gray_valid_2T <= gray_valid_1T;
		gray_data_1T  <= gray_data;
	end
end
always@(posedge clk, posedge reset)begin
	if(reset)begin
		CNT1 <= 0;
		CNT2 <= 0;
		CNT3 <= 0;
		CNT4 <= 0;
		CNT5 <= 0;
		CNT6 <= 0;
	end else begin
		if(gray_valid_1T)begin
			case(gray_data_1T[2:0])
				3'd1: CNT1 <= CNT1 + 1;
				3'd2: CNT2 <= CNT2 + 1;
				3'd3: CNT3 <= CNT3 + 1;
				3'd4: CNT4 <= CNT4 + 1;
				3'd5: CNT5 <= CNT5 + 1;
				3'd6: CNT6 <= CNT6 + 1;
			endcase
		end
	end
end
always@(posedge clk, posedge reset)begin
	if(reset)begin
		CNT1_temp <= 0;
		CNT2_temp <= 0;
		CNT3_temp <= 0;
		CNT4_temp <= 0;
		CNT5_temp <= 0;
		CNT6_temp <= 0;
		sort_con  <= 0;
		comb_con  <= 0;
		code_valid <= 0;
		first_sort <= 0;
		huffman_state  <= 0;
		hf_add_0_valid <= 0;
		hf_add_1_valid <= 0;
		hf_add_0_data  <= 0;
		hf_add_1_data  <= 0;
	end else begin
		case(huffman_state)
			2'd0: begin
				if(CNT_valid)begin
					CNT1_temp  <= {6'b000001, CNT1};
					CNT2_temp  <= {6'b000010, CNT2};
					CNT3_temp  <= {6'b000100, CNT3};
					CNT4_temp  <= {6'b001000, CNT4};
					CNT5_temp  <= {6'b010000, CNT5};
					CNT6_temp  <= {6'b100000, CNT6};
					first_sort <= 1;
					huffman_state <= 2'd1;
				end
				code_valid <= 0;
			end
			2'd1: begin
				if(~sort_con[0])begin
					if( (CNT1_temp[7:0]>CNT2_temp[7:0]) | (CNT1_temp[7:0]==CNT2_temp[7:0] && CNT1_temp[13:8]<CNT2_temp[13:8] && first_sort) )begin
						CNT1_temp <= CNT2_temp;
						CNT2_temp <= CNT1_temp;
					end
					if( (CNT3_temp[7:0]>CNT4_temp[7:0]) | (CNT3_temp[7:0]==CNT4_temp[7:0] && CNT3_temp[13:8]<CNT4_temp[13:8] && first_sort) )begin
						CNT3_temp <= CNT4_temp;
						CNT4_temp <= CNT3_temp;
					end
					if( (CNT5_temp[7:0]>CNT6_temp[7:0]) | (CNT5_temp[7:0]==CNT6_temp[7:0] && CNT5_temp[13:8]<CNT6_temp[13:8] && first_sort) )begin
						CNT5_temp <= CNT6_temp;
						CNT6_temp <= CNT5_temp;
					end	
				end else begin
					if( (CNT2_temp[7:0]>CNT3_temp[7:0]) | (CNT2_temp[7:0]==CNT3_temp[7:0] && CNT2_temp[13:8]<CNT3_temp[13:8] && first_sort) )begin
						CNT2_temp <= CNT3_temp;
						CNT3_temp <= CNT2_temp;
					end
					if( (CNT4_temp[7:0]>CNT5_temp[7:0]) | (CNT4_temp[7:0]==CNT5_temp[7:0] && CNT4_temp[13:8]<CNT5_temp[13:8] && first_sort) )begin
						CNT4_temp <= CNT5_temp;
						CNT5_temp <= CNT4_temp;
					end
				end
				if(sort_con==5)begin
					sort_con <= 0;
					huffman_state <= 2'd2;
				end else begin
					sort_con <= sort_con + 1;
					huffman_state <= 2'd1;
				end
				hf_add_0_valid <= 0;
				hf_add_1_valid <= 0;
			end
			2'd2: begin
				first_sort <= 0;
				hf_add_0_valid <= 1;
				hf_add_1_valid <= 1;
				hf_add_0_data <= CNT2_temp[13:8];
				hf_add_1_data <= CNT1_temp[13:8];
				CNT1_temp <= CNT2_temp + CNT1_temp;
				CNT2_temp <= CNT3_temp;
				CNT3_temp <= CNT4_temp;
				CNT4_temp <= CNT5_temp;
				CNT5_temp <= CNT6_temp;
				CNT6_temp <= 14'h3fff;
				if(comb_con == 4)begin
					comb_con <= 0;
					huffman_state <= 2'd3;
				end else begin
					comb_con <= comb_con + 1;
					huffman_state <= 2'd1;
				end
			end
			2'd3: begin
				code_valid     <= 1;
				hf_add_0_valid <= 0;
				hf_add_1_valid <= 0;
				huffman_state  <= 2'd0;
			end
		endcase
	end
end
always@(posedge clk, posedge reset)begin
	if(reset)begin
		M1 <= 0; M2 <= 0; M3 <= 0; M4 <= 0; M5 <= 0; M6 <= 0;
		M1_sel <= 0; M2_sel <= 0; M3_sel <= 0; M4_sel<= 0; M5_sel <= 0; M6_sel <= 0;	
	end else begin
		if( (hf_add_0_valid & hf_add_0_data[1]) | (hf_add_1_valid & hf_add_1_data[1]) ) begin M1 <= (M1<<1) + 1; M1_sel <= M1_sel + 1; end
		if( (hf_add_0_valid & hf_add_0_data[2]) | (hf_add_1_valid & hf_add_1_data[2]) ) begin M2 <= (M2<<1) + 1; M2_sel <= M2_sel + 1; end
		if( (hf_add_0_valid & hf_add_0_data[3]) | (hf_add_1_valid & hf_add_1_data[3]) ) begin M3 <= (M3<<1) + 1; M3_sel <= M3_sel + 1; end
		if( (hf_add_0_valid & hf_add_0_data[4]) | (hf_add_1_valid & hf_add_1_data[4]) ) begin M4 <= (M4<<1) + 1; M4_sel <= M4_sel + 1; end
		if( (hf_add_0_valid & hf_add_0_data[5]) | (hf_add_1_valid & hf_add_1_data[5]) ) begin M5 <= (M5<<1) + 1; M5_sel <= M5_sel + 1; end
		if( (hf_add_0_valid & hf_add_0_data[6]) | (hf_add_1_valid & hf_add_1_data[6]) ) begin M6 <= (M6<<1) + 1; M6_sel <= M6_sel + 1; end
	end
end
always@(posedge clk, posedge reset)begin
	if(reset)begin
		HC1 <= 0; HC2 <= 0; HC3 <= 0; HC4 <= 0; HC5 <= 0; HC6 <= 0;
	end else begin
		if(hf_add_1_valid & hf_add_1_data[1]) HC1[M1_sel] <= 1;
		if(hf_add_1_valid & hf_add_1_data[2]) HC2[M2_sel] <= 1;
		if(hf_add_1_valid & hf_add_1_data[3]) HC3[M3_sel] <= 1;
		if(hf_add_1_valid & hf_add_1_data[4]) HC4[M4_sel] <= 1;
		if(hf_add_1_valid & hf_add_1_data[5]) HC5[M5_sel] <= 1;
		if(hf_add_1_valid & hf_add_1_data[6]) HC6[M6_sel] <= 1;
	end
end
endmodule
==> flow/constraint.sdc <==
current_design huffman

set clk_period 5.7
set clk_io_pct 0.2

create_clock -name clk0 -period $clk_period [get_ports {clk}]

set non_clock_inputs [all_inputs -no_clocks]
set_input_delay [expr $clk_period * $clk_io_pct] -clock clk0 $non_clock_inputs
set_output_delay [expr $clk_period * $clk_io_pct] -clock clk0 [all_outputs]
==> impl_summary.log <==
[report] extracting results
[metrics] total detailed-routing wirelength: 39.9 mm
[metrics] pwr dens: ~250 nW/um^2
[metrics] leading cell types by total area after synthesis: sky130_fd_sc_hd__dfrtp_1, sky130_fd_sc_hd__ha_1, sky130_fd_sc_hd__nand2_1
[metrics] initial antenna violation count: 0
[metrics] Buffers on Ports: 151
[metrics] setup repair after global routing missed its margin: false
[metrics] DRT iter0 DRCs: 756
[metrics] sequential share of the synthesized area: between 40% and 50%
[metrics] post-synthesis average cell area: 9.82 sq um
[metrics] gpl congestion: 0.883
[metrics] final-report max-slew violation count: 0
[metrics] cell taking the most area after synthesis: sky130_fd_sc_hd__dfrtp_1
[metrics] Post-Syn Area: 16,700 sq um
[metrics] top_reg_cell synth: sky130_fd_sc_hd__dfrtp_1
[metrics] tally of yosys warning messages: 1
[metrics] leak pwr: 0.00949 uW
[metrics] routed length per placed instance: 15.2 um
[metrics] clock latency at the later pin of the worst-skew pair: about 550 ps
[metrics] met1 wire length: 19.1 mm
[metrics] Initial Utilization: a little under a third
[metrics] flip-flop and latch count after synthesis: roughly 310
[metrics] fraction of registers with async set/reset: ~100%
[metrics] number of levels in the clock H-tree: 2
[metrics] Clock Pin Slew Worst Setup and Hold Paths: ~50 ps
[metrics] peak supply drop: 0.211 mV
[metrics] worst relative slew slack: 49.1%
[metrics] cells after synthesis: 1,699
[metrics] count of vias placed by the detailed router: 12,800
[metrics] count of pins on the block boundary: 157
[metrics] number of standard cells in the layout, taps in and fillers out: 2,618
[metrics] unique cell type count in the Yosys netlist: 84
[metrics] clock tree from TritonCTS: built
[metrics] uppermost layer routed: met4
[metrics] hold buffer count at CTS: 0
[metrics] number of rows in the core area: 86
[metrics] root buf cell: sky130_fd_sc_hd__clkbuf_16
[metrics] share of layout cells above drive strength 1: 8.98%
[metrics] Clock Sink Count: 306
[metrics] sum of overflow across all layers after global routing: 0
[metrics] area of the synthesized netlist per yosys stat: 16,700 sq um
[metrics] aggregate negative setup slack: 0 ps
[metrics] highest-delay cell along the critical path: sky130_fd_sc_hd__clkdlybuf4s50_1
[metrics] biggest cell delay along the critical path: 500 ps
[metrics] met2 wire length: 18.0 mm
[metrics] final hold violations: 0
[metrics] number of enable flip-flop cells: 0
[metrics] clock buffers created by TritonCTS: 39
[metrics] DR WL met3: roughly 1.8 mm
[metrics] worst-margin pin slew: around 760 ps
[metrics] Layout fillers: 5,301
[metrics] critical path required time: around 4600 ps
[metrics] top area contributor share: 45.7%
[metrics] maximum fanout encountered on the critical timing path: 5
[metrics] Final Critical Period: 3080 ps
[metrics] # Cells Yosys: between 1,500 and 2,000
[metrics] worst min-delay path class: register to register
[metrics] category of the most critical setup path: register to output pin
[metrics] Maximum Capacitance Violations: 0
[metrics] Finish-stage setup viols: 0
[metrics] clk_skew: 26.2 ps
[metrics] total setup buffers inserted after CTS: 0
[metrics] arrival time at the worst endpoint: about 1900 ps
[metrics] first-pass iteration count of the detailed router: 5
[metrics] Syn-to-layout area delta: 21.4%
[metrics] post-layout period usage of the worst path: between 50% and 60%
[metrics] status: finished, final reports clean
[metrics] HPWL after detailed placement: 27.2 mm
[metrics] antenna-violating nets left: 0
[metrics] OpenROAD warning count: approximately 52
[metrics] Chip Area: 56,600 sq um
[metrics] Die X: about 240 um
[metrics] via density per instance: 4.89
[metrics] series of cell instances along the critical path: nand2b_1 -> inv_1 -> clkdlybuf4s50_1
[metrics] total routing usage reported by global routing: 14.7%
[metrics] global-route wire length before repair: 66.8 mm
[metrics] area of the core: ~55,000 sq um
[metrics] maximum number of pins on one net before global-route repair: 117
[metrics] final worst hold slack: between 400 and 500 ps
[metrics] Peak Freq: about 320 MHz
[metrics] number of global-route vias before repair: 12,700
[metrics] die extent in y: 238 um
[metrics] number of remaining DRC errors: 0
[metrics] total antenna diodes in the routed design: 0
[metrics] crit path launch type: register
[metrics] Max clock buf depth: 3
[metrics] number of placed cells counting well taps: 2,549
[metrics] element type at the critical path end: output pin
[metrics] overall power consumption: 5140 uW
[metrics] cts repair resizes: 0
==> state kept, by name, indices dropped and copies added (netlist names), 14 cells and up <==
| name | cells |
|---|---|
| CNT1_temp | 14 |
| CNT2_temp | 14 |
| CNT3_temp | 14 |
| CNT4_temp | 14 |
| CNT5_temp | 14 |
| CNT6_temp | 14 |
==> power breakdown <==
part	switching, uW	internal [uW]
Clock	955	1460
Combinational	138	222
Sequential	117	2250
Total	1210	3930
==> per-layer routing <==
metal	vias to the layer above	GRT usage, %
li1	6270	-
met5	-	0
met3	60	2.55
met2	263	23.0
met1	6220	22.0
met4	0	3.09
==> final cells by class <==
class,instances,area (sq um),area share (%)
repair buffers,169,1660,8.19
flip-flops and latches,306,7660,37.8
clock inverters,11,103,0.506
clock buffers,58,1170,5.77
well taps,748,936,4.62
inverters,112,424,2.09
multi-input cells,1214,8320,41.0
==> worst paths after layout <==
check / from / to / slack [ps] / cells past startpoint
setup / recovery: gray_valid_1T$_DFF_PP0_ / CNT_valid / 2620 / 3
hold / removal: HC1[3]$_DFFE_PP0P_ / HC1[3]$_DFFE_PP0P_ / 450 / 1
setup reg to reg: CNT2_temp[0]$_DFFE_PP0P_ / CNT1_temp[10]$_DFFE_PP0P_ / 2740 / 9
hold reg to reg: HC1[3]$_DFFE_PP0P_ / HC1[3]$_DFFE_PP0P_ / 450 / 1
max in group asynchronous: reset / huffman_state[2]$_DFF_PP0_ / 3380 / 4
min in group asynchronous: reset / CNT1[7]$_DFFE_PP0P_ / 1090 / 3
==> through the flow <==
stage	cell area, sq um	utilization (%)	setup slack (ps)
6_report	20300	36.9	2620
5_1_grt	20300	36.9	2510
4_1_cts	20300	36.9	2550
3_5_place_dp	19000	34.5	2660
3_3_place_gp	19000	34.5	2710
2_1_floorplan	16700	-	490
==> cells by family (layout without fill, tap and decap cells) <==
logic type / count (synthesis) / count (layout) / synth area share [%]
and+or+nand+nor: 538 / 538 / 15.3
AOI/OAI and AO/OA: 366 / 366 / 14.7
DFF: 306 / 306 / 45.9
buffers and inverters: 179 / 350 / 4.35
muxes: 110 / 110 / 6.94
adders and majority gates: 100 / 100 / 7.54
xor gates and xnor gates: 100 / 100 / 5.25
==> critical path, delay by kind of cell (launching register included) <==
| kind | cells | cell delay [ps] |
|---|---|---|
| buffers and inverters | 2 | 670 |
| flip-flops | 1 | 420 |
| AND/OR/NAND/NOR | 1 | 290 |
==> placed cells by master (no fill, tap or decap), types with 40 or more instances in the layout <==
cell	count
sky130_fd_sc_hd__nand2_1	274
sky130_fd_sc_hd__a21oi_1	75
sky130_fd_sc_hd__dfrtp_1	302
sky130_fd_sc_hd__clkdlybuf4s50_1	151
sky130_fd_sc_hd__clkbuf_16	40
sky130_fd_sc_hd__o21ai_0	103
sky130_fd_sc_hd__mux2_2	41
sky130_fd_sc_hd__xnor2_1	77
sky130_fd_sc_hd__mux2i_1	64
sky130_fd_sc_hd__ha_1	99
sky130_fd_sc_hd__nand3_1	42
sky130_fd_sc_hd__inv_1	105
sky130_fd_sc_hd__nor2_1	50
==> cell usage after synthesis, drive strengths merged (17+ instances only) <==
library cell and n:
ha 99, a22oi 22, xnor2 77, nand2 274
nor2b 17, dfrtp 305, nand2b 28, nor2 51
mux2 46, xor2 23, mux2i 64, o21ai 112
nor3 26, clkbuf 44, a21o 31, nand4 31
buf 23, inv 111, o21bai 19, nand3 42
a21oi 76
Power figures rest on the tool's default switching activity, not on a simulated workload.
